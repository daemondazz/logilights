## flow/design.v

```verilog
module gpmc_target
(
  input wire rst_n,  
  input wire clk,    
  input wire        gpmc_clk,   
  input wire        gpmc_csn,   
  input wire        gpmc_advn,  
  input wire        gpmc_oen,   
  input wire        gpmc_wen,   
  input wire [1:0]  gpmc_ben,   
  inout wire [15:0] gpmc_ad,    
  output reg [16:1] sb_addr,     
  output reg        sb_wr,       
  output reg [15:0] sb_wr_data,  
  output reg        sb_rd,       
  input wire [15:0] sb_rd_data   
);
reg [16:1] dmux_addr;
reg [15:0] dmux_wr_data;
reg [15:0] dmux_rd_data;
always @ (posedge gpmc_advn or negedge rst_n)
begin
  if (!rst_n) begin
    dmux_addr <= 0;
  end else begin
    dmux_addr <= gpmc_ad;
  end
end
assign gpmc_wen_n = !gpmc_wen;
always @ (posedge gpmc_wen_n or negedge rst_n)
begin
  if (!rst_n) begin
    dmux_wr_data <= 0;
  end else begin
    dmux_wr_data <= gpmc_ad;
  end
end
assign gpmc_ad = (!gpmc_csn && !gpmc_oen) ? dmux_rd_data : 16'bz;
reg gpmc_csn_z, gpmc_csn_zz;
reg gpmc_wen_z, gpmc_wen_zz, gpmc_wen_zzz, wen_falling;
reg gpmc_oen_z, gpmc_oen_zz, gpmc_oen_zzz, oen_falling;
reg sb_rd_z;
always @ (posedge clk or negedge rst_n)
begin
  if (!rst_n) begin
    sb_addr    <= 0;
    sb_wr      <= 0;
    sb_wr_data <= 0;
    sb_rd      <= 0;
    gpmc_csn_z   <= 0;
    gpmc_csn_zz  <= 0;
    gpmc_wen_z   <= 0;
    gpmc_wen_zz  <= 0;
    gpmc_wen_zzz <= 0;
    gpmc_oen_z   <= 0;
    gpmc_oen_zz  <= 0;
    gpmc_oen_zzz <= 0;
    wen_falling  <= 0;
    oen_falling  <= 0;
    sb_rd_z      <= 0;
    dmux_rd_data <= 0;
  end else begin
    gpmc_csn_z  <= gpmc_csn;
    gpmc_csn_zz <= gpmc_csn_z;
    gpmc_wen_z   <= gpmc_wen;      
    gpmc_wen_zz  <= gpmc_wen_z;     
    gpmc_wen_zzz <= gpmc_wen_zz;   
    gpmc_oen_z   <= gpmc_oen;      
    gpmc_oen_zz  <= gpmc_oen_z;     
    gpmc_oen_zzz <= gpmc_oen_zz;   
    wen_falling <= !gpmc_csn_zz && gpmc_wen_zzz && !gpmc_wen_zz;
    oen_falling <= !gpmc_csn_zz && gpmc_oen_zzz && !gpmc_oen_zz;
    if (wen_falling || oen_falling) begin
      sb_addr <= dmux_addr;
    end
    if (wen_falling) begin
      sb_wr_data <= dmux_wr_data;
    end
    sb_wr <= wen_falling;
    sb_rd <= oen_falling;
    sb_rd_z <= sb_rd;
    dmux_rd_data <= sb_rd_data;
  end
end
endmodule
```

## flow/run.sh

```bash
#!/bin/bash
# OpenROAD 26Q1-2900-gdf79404cd8, Yosys 0.63+post, stock flow scripts
make -C /OpenROAD-flow-scripts/flow DESIGN_CONFIG=/design/flow/config.mk WORK_HOME=/design/flow/orfs finish
```

## flow/config.mk

```make
export PLATFORM = sky130hd
export DESIGN_NAME = gpmc_target
export DESIGN_NICKNAME = gpmc_target
export VERILOG_FILES = /design/flow/design.v
export SDC_FILE = /design/flow/constraint.sdc
export NUM_CORES = 4
export LEC_CHECK = 1
export CORE_UTILIZATION = 50
```

## flow/constraint.sdc

```tcl
current_design gpmc_target

set clk_period 2.9
set clk_io_pct 0.2

create_clock -name clk0 -period $clk_period [get_ports {clk}]
create_clock -name clk1 -period $clk_period [get_ports {gpmc_advn}]
create_clock -name clk2 -period $clk_period [get_ports {gpmc_wen}]

set non_clock_inputs [all_inputs -no_clocks]
set_input_delay [expr $clk_period * $clk_io_pct] -clock clk0 $non_clock_inputs
set_output_delay [expr $clk_period * $clk_io_pct] -clock clk0 [all_outputs]
```

==> run summary <==
Latest figures from synthesis and place and route.

The flow ran to the end, but the final reports show violations. The checks that failed: hold timing. The sum of negative setup slack is 0 ps.

The stage-log warning count is 94. The growth of design area from synthesis to finish is 35.4%. The startpoint of the most critical register-to-register path is dmux_wr_data[5].

The fraction of layout cells with a size suffix above 1 is 0.315. The power density normalized to cell area is 1000 nW/um2. The maximum number of pins on one net before global-route repair is 32.

The number of non-filler instances in the completed layout is 283. The via count is 1350. In this run the cell area of the synthesized design comes to 2770 um2. The slew at the pin with the worst max-slew slack is 402 ps. The worst pin sits at a relative slew slack of 0.732.

The final clock skew is 5.50 ps. The area of the synthesized netlist per yosys stat is 2770 um2. In the final layout, the multi-input gates occupy 433 um2. In the setup report, the worst path falls into the class reg2reg. The final routed wire length divided by cell count is 16.3 um.

Per STA, the worst path is made up of mux2_2. The total area of sequential cells is 2300 um2. The number of pins with negative max-slew slack in the final report is 0. The worst-path cell with the longest stage delay is sky130_fd_sc_hd__dfrtn_1. The worst setup path is captured at a register. The most used standard cell by instance count after synthesis is sky130_fd_sc_hd__dfrtp_1.

The maximum ir drop on the vdd rail is 0.583 mV. The number of flip-flops and latches in the synthesized netlist is 92. For this run, the register share of the synthesized area comes to 0.830. The final timing report lists a hold violation count of 1. The via count of the first global-routing pass is 1574. The main flop type is sky130_fd_sc_hd__dfrtp_1. The number of antenna violations at the first check in global routing is 0. The maximum single-stage delay on the critical path is 330 ps.

The count of buffering cells on the critical path with inverters included is 0. The count of cells along the worst register-to-register path is 1. After filler insertion, the fill cell instance count of the layout stands at 330. The row count is 26. Once layout is done, the placed cells without fillers occupy 3750 um2. For the worst setup path, the data required time is 3110 ps.

The CTS tree is done. The area fraction of the largest cell type after synthesis is 0.686. In this run the horizontal extent of the chip is 76.5 um.

The placement stage leaves a total instance area of 3420 um2. The capturing element of the worst setup path is sb_wr_data[5]. The cell count after placement is 256.

The remaining antenna violation count is 0. Using the TritonRoute via totals, the vias-per-cell ratio works out to 4.77. The final wirelength is 4610 um.

According to the I/O placement log, the pin count is 75. The register-to-register path setup slack is 690 ps. The number of setup violations in the final report is 0.

Summed over all cells, the static leakage comes to 1.68 nW. The quantity of I/O buffers inserted on ports is 53. The share of flip-flops with an asynchronous set or reset is 1.00. For this design, the CTS-stage hold fixing added 0 buffers. The number of cells produced by synthesis is 130. Once the clock tree was built, the setup fixing pass inserted 0 buffers. The violation tally from detailed-route iteration zero is 46.

The class of the most critical hold timing path is clk2reg. Setup repair after global routing left no endpoint under its margin. The total antenna diodes in the routed design is 0.

The dominant delay contributor by cell family on the critical path is flip-flops. The start point of the critical path is dmux_wr_data[5]. The yosys warning tally is 3.

The final RePlAce weighted congestion is 0.745. The number of gates resized after cts is 0. The script parses the final routing iteration and logs DRC violations as 0. The global-route wire length before repair is 7820 um.

For this design, Yosys synthesis ends with a cell count of 130. The STA report counts the stages on the worst setup path as 1. The post-DP HPWL is 2890 um. The core region is 5240 um2. The total overflow left after global routing is 0. In this run the vertical extent of the chip is 76.5 um. The kind of start point of the critical path is a register. According to the report, the first pass of detailed routing completed in 2 iterations. A synthesized cell averages 21.3 um2. The cell type with the largest total area after synthesis is sky130_fd_sc_hd__dfrtp_1. Per the timing report, the most critical flop-to-flop path finishes at sb_wr_data[5]. The commonest cells after synthesis are sky130_fd_sc_hd__dfrtp_1 (76), sky130_fd_sc_hd__mux2_2 (22), sky130_fd_sc_hd__dfrtn_1 (16). In this run, synthesis inferred 0 flip-flops with an integrated enable. For this run, the total global-route usage over all layers was measured as 0.194.

The report shows a maximum critical-path fanout of 1. Sorting the synthesized cells by area gives the leading types as sky130_fd_sc_hd__dfrtp_1 (69%), sky130_fd_sc_hd__dfrtn_1 (14%), sky130_fd_sc_hd__mux2_2 (8.9%), sky130_fd_sc_hd__mux2_4 (5.4%), sky130_fd_sc_hd__buf_12 (0.72%). The die covers 5850 um2. The initial core utilization is 0.530. The registers of the reported paths see a clock transition of 70 ps. The post-synthesis cell type count is 9.

On the critical path the data arrives at 2430 ps. On the final layout, the worst hold slack is -101 ps. The number of max-cap violations is 0.
-- through the flow --
stage / total power, W / setup WS [ps] / utilization
floorplan: 0.00203 / 706 / -
global placement: 0.00258 / 614 / 0.653
detailed placement: 0.00260 / 594 / 0.653
CTS: 0.00384 / 695 / 0.717
global route: 0.00399 / 666 / 0.717
finish: 0.00377 / 688 / 0.717
-- flip-flops by register name (all words and copies together), names as in the netlist --
signal	cells
sb_rd	1
sb_wr	1
gpmc_oen_zz	1
gpmc_csn_zz	1
sb_wr_data	16
gpmc_ad	16
oen_falling	1
gpmc_csn_z	1
gpmc_wen_zz	1
gpmc_wen_z	1
gpmc_wen_zzz	1
gpmc_oen_zzz	1
dmux_addr	16
gpmc_oen_z	1
dmux_wr_data	16
wen_falling	1
sb_addr	16
-- cell usage in the layout, fill, tap and decap left out --
cell type	n
sky130_fd_sc_hd__buf_12	2
sky130_fd_sc_hd__buf_4	5
sky130_fd_sc_hd__clkbuf_8	20
sky130_fd_sc_hd__clkdlybuf4s50_1	52
sky130_fd_sc_hd__clkinv_4	2
sky130_fd_sc_hd__clkinvlp_4	2
sky130_fd_sc_hd__dfrtn_1	16
sky130_fd_sc_hd__dfrtp_1	76
sky130_fd_sc_hd__inv_6	3
sky130_fd_sc_hd__mux2_2	22
sky130_fd_sc_hd__mux2_4	10
sky130_fd_sc_hd__nor2_8	1
sky130_fd_sc_hd__nor3b_1	2
-- cell families (layout without fill, tap and decap cells) --
kind of cell / Yosys count / after routing / synth area share
multiplexers: 32 / 32 / 0.143
flip-flops: 92 / 92 / 0.830
buffers and inverters: 3 / 86 / 0.0140
AND/OR/NAND/NOR: 3 / 3 / 0.0126
-- power breakdown --
| group | total, W | internal [W] | switching [W] |
|---|---|---|---|
| combinational | 0.000838 | 0.000661 | 0.000177 |
| clock | 0.00120 | 0.000650 | 0.000553 |
| sequential | 0.00173 | 0.00158 | 0.000144 |
| total | 0.00377 | 0.00289 | 0.000874 |
-- final cells by class --
cell class                      count  area share
Tap cell                           70      0.0233
Clock buffer                       20      0.0733
Multi-Input combinational cell     35       0.115
Sequential cell                    92       0.613
Clock inverter                      7      0.0157
Timing Repair Buffer               59       0.159
-- worst min-delay path by stage --
stage         startpoint          to  cells past startpoint
CTS             gpmc_wen  gpmc_wen_z                      2
global route    gpmc_wen  gpmc_wen_z                      2
finish          gpmc_wen  gpmc_wen_z                      2
-- metal layers --
layer / global-route usage / up-vias / wire (um)
met3: 0.102 / 15 / 494
met1: 0.282 / 674 / 1770
met2: 0.269 / 68 / 2200
met4: 0.0692 / 0 / 147
li1: - / 593 / -
met5: 0 / - / 0
No activity file was given, so power comes from the tool's default toggle rates.
